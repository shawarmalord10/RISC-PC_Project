--- ./run.sh ---
#!/bin/bash
# OpenROAD 26Q1-2900-gdf79404cd8, Yosys 0.63+post, stock flow scripts
make -C /OpenROAD-flow-scripts/flow DESIGN_CONFIG=/design/flow/config.mk WORK_HOME=/design/flow/orfs finish
--- ./constraint.sdc ---
current_design data_mem

set clk_period 35.1
set clk_io_pct 0.2

create_clock -name clk0 -period $clk_period [get_ports {clk}]

set non_clock_inputs [all_inputs -no_clocks]
set_input_delay [expr $clk_period * $clk_io_pct] -clock clk0 $non_clock_inputs
set_output_delay [expr $clk_period * $clk_io_pct] -clock clk0 [all_outputs]
--- ./config.mk ---
export PLATFORM = sky130hd
export DESIGN_NAME = data_mem
export DESIGN_NICKNAME = data_mem
export VERILOG_FILES = /design/flow/design.v
export SDC_FILE = /design/flow/constraint.sdc
export NUM_CORES = 4
export LEC_CHECK = 1
export CORE_UTILIZATION = 50
--- ./design.v ---
`timescale 1ns / 1ps
module PC_adder(
input [4:0] pc_in,
output [4:0] npc
);
    assign npc= pc_in + 4;
endmodule
module imem( 
input EnIM,
input [4:0] addr, 
output reg [31:0] instr, 
input clk 
); 
    reg [7:0] inst_mem[31:0]; 
    initial begin 
        {inst_mem[0],inst_mem[1],inst_mem[2],inst_mem[3]} = 32'h0123_0000; 
        {inst_mem[4],inst_mem[5],inst_mem[6],inst_mem[7]} = 32'h1410_0007; 
        {inst_mem[8],inst_mem[9],inst_mem[10],inst_mem[11]} = 32'h3540_1234; 
        {inst_mem[12],inst_mem[13],inst_mem[14],inst_mem[15]} = 32'h7876_0000;  
        {inst_mem[16],inst_mem[17],inst_mem[18],inst_mem[19]} = 32'hFA98_0000;
    end 
    always @(*) begin
        if (EnIM)
            instr = {inst_mem[addr], inst_mem[addr+1], inst_mem[addr+2], inst_mem[addr+3]};
        else
            instr = 32'h0;  
    end
endmodule 
module sgn_extnd(
input [15:0] imm,
output [31:0] extnd_imm
);
    assign extnd_imm = { {16{imm[15]}}, imm };
endmodule
module regfile( 
input [3:0] rn1, rn2, wn, 
input [31:0] wd, 
input  EnRW,wb, 
output [31:0] rd1, rd2, 
input clk 
); 
    reg [31:0] register[31:0]; 
    initial begin 
        register[2] = 32'h9; 
        register[3] = 32'h10; 
        register[6] = 32'h688CA; 
        register[7] = 32'h964EA;
        register[9] = 32'h1212E;
    end 
    assign 
        rd1= register[rn1], 
        rd2= register[rn2]; 
    always@(negedge clk) begin 
        if (EnRW == 1'b1) begin 
        register[wn]<= wd; 
        end 
    end 
endmodule 
module MUX_alusrc(
input [31:0] b,extnd_imm,
input ALUsrc,
output [31:0] in2
);
    assign in2 = ALUsrc ? extnd_imm : b;
endmodule
module alu( 
input [31:0] in1, in2, 
input [2:0] ALUctrl, 
output reg [31:0] result, 
output zero 
); 
    assign zero = (result == 0); 
    always @(*) begin 
        case(ALUctrl) 
        3'b000: result = (in1 & in2); 
        3'b001: result = (in1 | in2); 
        3'b010: result = in1 + in2;
        3'b011: result = ~(in1 | in2);
        3'b110: result = in1 - in2; 
        3'b111: result = (in1 < in2) ? 32'h1 : 32'h0; 
        default: result = 0; 
        endcase 
    end 
endmodule
module data_mem( 
input [31:0] addr, 
input [31:0] wd, 
input memread,memwrite, 
output reg [31:0] rd, 
input clk 
); 
    reg [7:0] data_mem [128:0];
    initial begin
        {data_mem[32], data_mem[33], data_mem[34], data_mem[35]} = 32'h12345678;
        {data_mem[26], data_mem[27], data_mem[28], data_mem[29]} = 32'h12345678;
        {data_mem[20], data_mem[21], data_mem[22], data_mem[23]} = 32'h12345678;
    end
    always @(*) begin 
        if (memread) begin 
            rd = {data_mem[addr], data_mem[addr + 1], data_mem[addr + 2], data_mem[addr + 3]}; 
        end
        else begin
            rd = 32'h0;
        end
    end
    always @(posedge clk) begin 
        if (memwrite) begin 
            data_mem[addr] <= wd[31:24]; 
            data_mem[addr+1] <= wd[23:16]; 
            data_mem[addr+2] <= wd[15:8]; 
            data_mem[addr+3] <= wd[7:0]; 
        end 
    end 
endmodule
module MUX_wb(
input MemtoReg,
input [31:0] data_out, ALUout,
output [31:0] reg_wd
);
    assign reg_wd = MemtoReg ? ALUout:data_out;
endmodule
==> run_results.csv <==
group,metric,value,unit
job,drv_cap,0,
global_routing,grt-ovfl-total,0,
route,drtIter0Drc,11000,
min_path,hold_path.class,"input pin to flip-flop",
power,ir_worst_vdd,0.0000594,V
place,place.port_buffers,74,
clocking,cts_buffers,136,
final_layout,regMostFlops,"data_mem",
final_layout,layout-drive-gt1-share,34.3,%
setup_path,path_buffers,7,
synth,ys_async_sr_fraction,0,%
place,hpwl,395000,µm
clocking,htreeDepth,4,
global_routing,grt_max_degree,97,
clocking,post_cts_buffers,0,
synth,edf_count,1032,
setup_path,criticalPathCategory,"input pin to output pin",
synth,ys.flop_type,"edfxtp_1",
final_layout,syn2layout_area_growth,7.51,%
setup_path,crit_chain,"buf_16 -> buf_4 -> buf_4 -> buf_4 -> buf_4 -> buf_4 -> mux4_2 -> mux4_2 -> a21oi_1 -> nor2_1 -> nor4_1 -> o41ai_2 -> clkdlybuf4s50_1",
synth,numSynthFlops,1032,
route,drc,0,
die,core.rowCount,167,
synth,yosys.stat.seqShare,29.7,%
setup_path,slowest_stage,"nor4_1",
die,die_x,459,µm
setup_path,start_kind,"input pin",
final_timing,slew_headroom,14.1,%
final_timing,final_hold_viol_count,0,
synth,ys_types,91,
final_timing,tns,0,ps
synth,yosys_cells,9368,
job,warnings,59,
clocking,clock-sinks,1032,
final_timing,drv_slew,0,
route,vias_per_cell,7.81,
final_timing,period_used_share,60.4,%
die,die_area,0.211,mm²
route,drt-met1-wl,174000,µm
clocking,cts_resized,0,
place,post-place-ws,14300,ps
route,first_pass_iters,8,
setup_path,crit_cells,13,
min_path,holdPathStages,2,
route,wire_per_inst,48.2,µm
die,die-height,459,µm
route,postRouteAntennaNets,0,
synth,yosys_warnings,1,
setup_path,cp_max_fo,70,
final_timing,setup_ws,13900,ps
clocking,cts_max_path_buffers,3,
route,dr_wl_met3,115000,µm
final_timing,rsz0062_at_grt,"false",
route,vias,92700,
global_routing,antenna_found_initial,93,
global_routing,grt_pass1_wl,765000,µm
global_routing,track_usage,58.1,%
run_status,outcome,"finished, final reports clean",
die,pin_count,99,
route,dr_wl_met2,223000,µm
place,gp_congestion,1.20,
final_layout,stdcell_count,11900,
clocking,cts_hold_buf,0,
synth,synth_cells,9368,
final_timing,worstMarginPinSlew,1290,ps
synth,syn_avg_cell_area,11.1,µm²
power,power_density,34.7,mW/mm²
power,p_leak,39.4,nW
setup_path,slowest_delay,800,ps
synth,synth_area,0.104,mm²
setup_path,arrival,14180,ps
place,placedCellCount,11500,
setup_path,worstSetupEndpointType,"output pin",
clocking,root_buffer,"clkbuf_16",
route,top_layer,"met5",
final_timing,timing.fmax,0.0472,GHz
die,fp-utilization,50.4,%
final_layout,top_regs,"data_mem: 1032 flops",
final_timing,fin_crit,21200,ps
synth,ys_chip_area,0.104,mm²
final_timing,setup_violations,0,
global_routing,first_global_vias,88000,
clocking,cts_tree,"done",
setup_path,critPathMostFrequentCell,"buf_4",
setup_path,crit_family,"buffers and inverters",
setup_path,worst_ep_required_time,28080,ps
clocking,cts.clk_slew.worst_paths,60,ps
route,wl,572000,µm
final_layout,largest_register_ff_count,1032,
die,core,0.207,mm²
==> Yosys cell counts (all sizes together) (9+ instances only) <==
master	instances	area (µm²)
a211o	15	131
xnor2	9	109
mux2	920	10400
a31oi	31	194
a32oi	10	87.6
a21o	123	923
nor2b	9	56.3
and3	44	275
nand2	1014	3870
nor4	12	96.3
and2	26	163
ha	9	113
a21oi	525	2630
a22oi	60	460
a221oi	13	120
o211ai	12	105
mux4	1147	25800
nand3	281	1740
a211oi	141	1080
a2111oi	10	87.6
o21ai	568	2840
clkbuf	586	2200
mux2i	1143	11400
nand4	33	219
nor2	671	2570
edfxtp	1032	31000
nor3	151	1020
o221ai	15	131
buf	613	3340
nand2b	19	119
==> placed cells by master (no fill, tap or decap), types with 10 or more instances in the layout <==
cell	netlist	layout
nor3_1	104	39
a22oi_1	58	58
diode_2	0	121
o21ai_0	424	423
nor2_1	657	623
and3_1	44	44
a21o_1	123	123
and2_1	20	20
buf_12	0	10
buf_4	86	472
nand3_1	228	228
a211o_1	15	15
mux4_2	1147	1147
a211oi_1	139	138
o221ai_1	15	15
clkdlybuf4s50_1	0	36
bufinv_16	0	11
clkinv_2	0	22
o21ai_1	144	143
buf_6	25	34
nand2b_1	19	19
clkbuf_1	583	22
a31oi_1	31	31
nand2_2	22	25
nand3_2	44	44
mux2_2	920	920
mux2i_1	1143	1143
nor3_2	43	101
nand2_1	991	987
a221oi_1	12	12
edfxtp_1	1032	1032
clkinv_1	0	24
nor2_2	11	42
nand4_1	31	31
clkbuf_16	0	140
nor3_4	4	11
a21oi_1	524	523
a32oi_1	10	10
==> path summary, 6_finish.rpt <==
path    start                          to  slack [ps]
max   addr[0]                      rd[25]       13900
min     wd[1]  data_mem[100][1]$_DFFE_PP_        6730
==> layout make-up <==
cell class / count / area (µm²)
clock inverters: 77 / 726
clock buffers: 162 / 3590
multi-input cells: 7130 / 68600
flip-flops and latches: 1032 / 31000
diodes: 121 / 303
fillers: 17200 / 95100
well taps: 2788 / 3490
inverters: 7 / 33.8
repair buffers: 556 / 4540
==> report_power, final <==
part | switching, mW | internal, mW
Combinational | 0.710 | 0.364
Clock | 0.618 | 0.810
Sequential | 0.0185 | 1.37
==> cells by family after synthesis <==
| kind of cell | after synthesis | share of synthesized area, % |
|---|---|---|
| flops | 1032 | 29.7 |
| fa+ha+maj | 9 | 0.108 |
| simple gates | 2288 | 9.91 |
| mux | 3210 | 45.6 |
| xor+xnor | 16 | 0.177 |
| compound gates | 1607 | 9.14 |
| buf+inv | 1206 | 5.34 |
==> through the flow <==
step	util [%]	area (µm²)	hold slack (ps)	total power, mW
after floorplan	-	104000	7460	1.98
after global placement	51.9	108000	7610	2.41
after detailed placement	51.9	108000	7620	2.41
after CTS	54.0	112000	6720	3.82
after global routing	54.1	112000	6740	3.92
final	54.1	112000	6730	3.89
==> metal layers <==
metal	vias up	GRT usage [%]
li1	35700	-
met1	45400	65.6
met2	9158	71.3
met3	2277	47.1
met4	122	40.6
met5	-	22.2
No activity file was given, so power comes from the tool's default toggle rates.
